==> flow/config.mk <==
export PLATFORM = sky130hd
export DESIGN_NAME = encode
export DESIGN_NICKNAME = encode
export VERILOG_FILES = /design/flow/design.v
export SDC_FILE = /design/flow/constraint.sdc
export NUM_CORES = 4
export LEC_CHECK = 1
export CORE_AREA = 10 10 70 70
export DIE_AREA = 0 0 80 80
==> flow/run.sh <==
#!/bin/bash
# OpenROAD 26Q1-2900-gdf79404cd8, Yosys 0.63+post, stock flow scripts
make -C /OpenROAD-flow-scripts/flow DESIGN_CONFIG=/design/flow/config.mk WORK_HOME=/design/flow/orfs finish
==> flow/design.v <==
module encode(sw,ledr,seg0);
    input wire[8:0] sw; 
    output reg[4:0] ledr;
    output reg[7:0] seg0;
    always @(*)
    begin
        casez(sw[8:0])
            9'b0????????:begin ledr=5'b00000;seg0=8'b00000000; end
            9'b11???????:begin ledr=5'b00111;seg0=8'b11100000; end
            9'b101??????:begin ledr=5'b00110;seg0=8'b10111110; end
            9'b1001?????:begin ledr=5'b00101;seg0=8'b10110110; end
            9'b10001????:begin ledr=5'b00100;seg0=8'b01100110; end
            9'b100001???:begin ledr=5'b00011;seg0=8'b11110010; end
            9'b1000001??:begin ledr=5'b00010;seg0=8'b11011010; end
            9'b10000001?:begin ledr=5'b00001;seg0=8'b01100000; end
            9'b100000001:begin ledr=5'b00000;seg0=8'b11111100; end
            9'b100000000:begin ledr=5'b10000;seg0=8'b00000000; end
        endcase
        seg0=~seg0;
    end
    endmodule
==> flow/constraint.sdc <==
current_design encode

set clk_period 4.1
set clk_io_pct 0.2

create_clock -name clk0 -period $clk_period

set non_clock_inputs [all_inputs -no_clocks]
set_input_delay [expr $clk_period * $clk_io_pct] -clock clk0 $non_clock_inputs
set_output_delay [expr $clk_period * $clk_io_pct] -clock clk0 [all_outputs]
==> impl_metrics.prom <==
# HELP chip_impl_metric Metrics from one implementation run
# TYPE chip_impl_metric gauge
chip_impl_info{name="hold_path_class",value="primary input to primary output"} 1
chip_impl_metric{name="ys_chip_area",unit="sq um"} 218
chip_impl_metric{name="cts_hold_buffers",unit=""} 0
chip_impl_metric{name="timing.final.setup_violations",unit=""} 0
chip_impl_metric{name="routed_via_density",unit=""} 3.20
chip_impl_metric{name="timing.final.crit_period",unit="ns"} 3.39
chip_impl_metric{name="worstPathMaxFanout",unit=""} 5
chip_impl_metric{name="maximum_capacitance_violations",unit=""} 0
chip_impl_metric{name="drt-initial-drc-count",unit=""} 23
chip_impl_metric{name="global_route.usage.total",unit="%"} 3.07
chip_impl_metric{name="final.hold.worst_slack",unit="ns"} 2.66
chip_impl_metric{name="die-area",unit="sq um"} 6400
chip_impl_metric{name="synth_warnings",unit=""} 1
chip_impl_metric{name="fp.dieW",unit="um"} 80
chip_impl_metric{name="drtPass1Iterations",unit=""} 5
chip_impl_metric{name="leakage",unit="uW"} 0.000147
chip_impl_metric{name="number_of_buffers_added_for_setup_after_cts",unit=""} 0
chip_impl_metric{name="max-vdd-ir-drop",unit="mV"} 0.00868
chip_impl_metric{name="antennaDiodeCount",unit=""} 0
chip_impl_metric{name="worst-endpoint-required",unit="ns"} 3.28
chip_impl_metric{name="yosys.stat.seqShare",unit="%"} 0
chip_impl_metric{name="placementRows",unit=""} 21
chip_impl_info{name="hold_path_startpoint",value="sw[1]"} 1
chip_impl_metric{name="routed_wire_length_per_instance",unit="um"} 10.7
chip_impl_metric{name="power_per_cell_area",unit="nW/um^2"} 81.1
chip_impl_metric{name="synth_cell_type_count",unit=""} 22
chip_impl_metric{name="first_global_vias",unit=""} 301
chip_impl_info{name="start_kind",value="primary input"} 1
chip_impl_metric{name="worstHoldPathCells",unit=""} 4
chip_impl_metric{name="mappedNetlistArea",unit="sq um"} 218
chip_impl_metric{name="post_cts_resize_count",unit=""} 0
chip_impl_info{name="setup_repair_after_global_routing_missed_its_margin",value="no"} 1
chip_impl_metric{name="flops",unit=""} 0
chip_impl_metric{name="boundaryPins",unit=""} 22
chip_impl_metric{name="log.warning_count",unit=""} 32
chip_impl_info{name="timing_worst_setup_path_type",value="primary input to primary output"} 1
chip_impl_metric{name="final_report_max_slew_violation_count",unit=""} 0
chip_impl_metric{name="grt_max_degree",unit=""} 9
chip_impl_metric{name="max_clock_freq",unit="MHz"} 295
chip_impl_metric{name="finalCoreUtilization",unit="%"} 13.5
chip_impl_metric{name="fraction_of_layout_instances_using_a_drive_strength_above_1",unit="%"} 7.69
chip_impl_metric{name="finalWeightedCongestion",unit=""} 0.723
chip_impl_metric{name="flop_area",unit="sq um"} 0
chip_impl_metric{name="final-hold-violation-count",unit=""} 0
chip_impl_info{name="critical_path.slowest_cell",value="sky130_fd_sc_hd__clkdlybuf4s50_1"} 1
chip_impl_metric{name="detailedPlacementHpwl",unit="um"} 933
chip_impl_info{name="crit_path_frequent_cell",value="sky130_fd_sc_hd__clkdlybuf4s50_1"} 1
chip_impl_metric{name="core_util_floorplan",unit="%"} 6.37
chip_impl_metric{name="routed_vias",unit=""} 314
chip_impl_metric{name="critPathMaxStageDelay",unit="ns"} 0.55
chip_impl_metric{name="syn_area_per_cell",unit="sq um"} 6.40
chip_impl_metric{name="areaGrowthSynthToFinish",unit="%"} 111
chip_impl_metric{name="count_of_clock_net_buffers_in_the_final_layout",unit=""} 0
chip_impl_metric{name="numPortBuffers",unit=""} 20
chip_impl_metric{name="arrival",unit="ns"} 2.57
chip_impl_metric{name="wl_final",unit="um"} 1050
chip_impl_metric{name="floorplan.core_area",unit="sq um"} 3420
chip_impl_metric{name="grt_first_pass_wirelength",unit="um"} 1620
chip_impl_info{name="hold_path_end",value="ledr[0]"} 1
chip_impl_metric{name="finalSetupTns",unit="ns"} 0
chip_impl_metric{name="n_fill_cell",unit=""} 392
chip_impl_info{name="timing.critical_path.cells",value="clkdlybuf4s50_1 > nor2_2 > a21oi_1 > o41ai_1 > clkdlybuf4s50_1"} 1
chip_impl_metric{name="antenna_violations_before_repair",unit=""} 0
chip_impl_info{name="outcome",value="complete, no violations"} 1
chip_impl_metric{name="synthesized_netlist_cell_count",unit=""} 34
chip_impl_metric{name="drt_drc_violations_left",unit=""} 0
chip_impl_metric{name="die_height",unit="um"} 80
chip_impl_info{name="end_kind",value="primary output"} 1
chip_impl_metric{name="antenna_violating_nets_post_route",unit=""} 0
chip_impl_metric{name="fin_crit_sh",unit="%"} 82.7
chip_impl_metric{name="globalRoute.totalOverflow",unit=""} 0
chip_impl_metric{name="yosysCellCount",unit=""} 34
[area by class of cell]
cell class / count / area, sq um / share of cell area [%]
well taps: 46 / 57.6 / 12.5
multi-input cells: 31 / 199 / 43.2
repair buffers: 20 / 200 / 43.5
inverters: 1 / 3.75 / 0.815
[cell usage after synthesis (2+ instances only)]
cell	number	share of area (%)
sky130_fd_sc_hd__buf_4	2	6.9
sky130_fd_sc_hd__conb_1	2	3.4
sky130_fd_sc_hd__nand2_1	3	5.2
sky130_fd_sc_hd__nor2_1	4	6.9
sky130_fd_sc_hd__nor2b_1	2	5.7
sky130_fd_sc_hd__nor3_1	2	4.6
sky130_fd_sc_hd__o21ai_0	3	6.9
sky130_fd_sc_hd__o31ai_1	2	6.9
[how the worst max path moves through the flow]
stage / cells past startpoint / end / slack, ns / start
CTS: 5 / seg0[7] / 0.65 / sw[3]
global route: 5 / seg0[7] / 0.47 / sw[3]
finish: 5 / seg0[7] / 0.71 / sw[3]
[where the power goes]
part           total [uW]  internal [uW]  switching (uW)
clock                   0              0               0
combinational        37.4           22.9            14.5
sequential              0              0               0
[layout by cell type (no fill, tap or decap), drive strengths merged]
cell type and instances:
clkdlybuf4s50 20, nor2 5, o21ai 4, nand2 3
nor2b 2, o31ai 2, nor3 2, conb 2
nand2b 2, o41ai 2, or3 1, o21a 1
o31a 1, nor3b 1, a211oi 1, a21oi 1
inv 1, a2111oi 1
[layer usage]
metal  GRT usage, %  part of all wire [%]
met2           5.14                    44
met5              0                     0
met3          0.909                    11
met1           4.02                    46
met4              0                     0
[cells by family after synthesis]
logic type             count (synthesis)  share of synthesized area, %
buffers and inverters                  3                          8.62
AOI/OAI and AO/OA                     13                          44.8
other                                  2                          3.45
and+or+nand+nor                       16                          43.1
[critical path: cells and delay by family]
family                 cells  cell delay, ns
buffers and inverters      2            1.05
AOI/OAI and AO/OA          2            0.43
and+or+nand+nor            1            0.26
[stage by stage]
stage / instances / instance area, sq um / setup slack, ns / total power [uW]
detailed placement: 98 / 460 / 0.677 / 37.9
CTS: 98 / 460 / 0.650 / 38.3
global route: 98 / 460 / 0.470 / 41.6
floorplan: 34 / 218 / 1.83 / 11.0
finish: 98 / 460 / 0.710 / 37.4
global placement: 98 / 460 / 0.704 / 38.1
Power and IR drop assume default switching activity.
